**flow/design.v**
```verilog
module cordic_phase_shifter #(parameter DEPTH = 1, LOG2_PHASE_SCALE = 1)(
input clk,
input rst_n,
input signed [8:0] x_in,
input signed [8:0] y_in,
input signed [31:0] p,
output reg signed [8:0] x_out,
output reg signed [8:0] y_out,
output reg signed [31:0] phase_final
);
wire signed [31:0] atan_table [0:30];
   assign atan_table[0]  = 32'b00100000000000000000000000000000; 
   assign atan_table[1]  = 32'b00010010111001000000010100011101; 
   assign atan_table[2]  = 32'b00001001111110110011100001011011; 
   assign atan_table[3]  = 32'b00000101000100010001000111010100; 
   assign atan_table[4]  = 32'b00000010100010110000110101000011;
   assign atan_table[5]  = 32'b00000001010001011101011111100001;
   assign atan_table[6]  = 32'b00000000101000101111011000011110;
   assign atan_table[7]  = 32'b00000000010100010111110001010101;
   assign atan_table[8]  = 32'b00000000001010001011111001010011;
   assign atan_table[9]  = 32'b00000000000101000101111100101110;
   assign atan_table[10] = 32'b00000000000010100010111110011000;
   assign atan_table[11] = 32'b00000000000001010001011111001100;
   assign atan_table[12] = 32'b00000000000000101000101111100110;
   assign atan_table[13] = 32'b00000000000000010100010111110011;
   assign atan_table[14] = 32'b00000000000000001010001011111001;
   assign atan_table[15] = 32'b00000000000000000101000101111101;
   assign atan_table[16] = 32'b00000000000000000010100010111110;
   assign atan_table[17] = 32'b00000000000000000001010001011111;
   assign atan_table[18] = 32'b00000000000000000000101000101111;
   assign atan_table[19] = 32'b00000000000000000000010100011000;
   assign atan_table[20] = 32'b00000000000000000000001010001100;
   assign atan_table[21] = 32'b00000000000000000000000101000110;
   assign atan_table[22] = 32'b00000000000000000000000010100011;
   assign atan_table[23] = 32'b00000000000000000000000001010001;
   assign atan_table[24] = 32'b00000000000000000000000000101000;
   assign atan_table[25] = 32'b00000000000000000000000000010100;
   assign atan_table[26] = 32'b00000000000000000000000000001010;
   assign atan_table[27] = 32'b00000000000000000000000000000101;
   assign atan_table[28] = 32'b00000000000000000000000000000010;
   assign atan_table[29] = 32'b00000000000000000000000000000001;
   assign atan_table[30] = 32'b00000000000000000000000000000000;
reg signed [8:0] next_x_out, next_y_out;
reg signed [31:0] next_phase_final;
wire signed [31:0] atan_val;
always @(posedge clk) begin
    if (!rst_n) begin
        x_out <= x_in;
        y_out <= y_in;
        phase_final <= p;
    end 
    else begin
        x_out <= next_x_out;
        y_out <= next_y_out;
        phase_final <= next_phase_final;
    end
end
localparam [8:0] DEPTH_CASTED = DEPTH[8:0];
assign atan_val = atan_table[DEPTH_CASTED] >>> LOG2_PHASE_SCALE;
always @* begin
    next_x_out = x_in + (y_in >>> DEPTH_CASTED);
    next_y_out = y_in - (x_in >>> DEPTH_CASTED);
    next_phase_final = p + atan_val;
    if (p[31] == 1'b0) begin
        next_x_out = x_in - (y_in >>> DEPTH_CASTED);
        next_y_out = y_in + (x_in >>> DEPTH_CASTED);
        next_phase_final = p - atan_val;
    end
end
endmodule
module pipeline(
input clk,
input rst_n,
input signed [8:0] x_in,
input signed [8:0] y_in,
input signed [31:0] phase_in,
output signed [8:0] x_out,
output signed [8:0] y_out,
output signed [31:0] phase_out
);
    wire signed [8:0] x_stage [0:31];
    wire signed [8:0] y_stage [0:31];
    wire signed [31:0] phase_stage [0:31];
    assign x_stage[0] = x_in;
    assign y_stage[0] = y_in;
    assign phase_stage[0] = phase_in;
genvar i;
generate
        for (i = 0; i < 31; i = i + 1) begin : cordic_stages
            cordic_phase_shifter #(
                .DEPTH(i),
                .LOG2_PHASE_SCALE(0)
            ) stage_inst (
                .clk(clk),
                .rst_n(rst_n),
                .x_in(x_stage[i]),
                .y_in(y_stage[i]),
                .p(phase_stage[i]),
                .x_out(x_stage[i+1]),
                .y_out(y_stage[i+1]),
                .phase_final(phase_stage[i+1])
            );
        end
endgenerate
    assign x_out = x_stage[31];
    assign y_out = y_stage[31];
    assign phase_out = phase_stage[31];
endmodule
```
**flow/run.sh**
```bash
#!/bin/bash
# OpenROAD 26Q1-2900-gdf79404cd8, Yosys 0.63+post, stock flow scripts
make -C /OpenROAD-flow-scripts/flow DESIGN_CONFIG=/design/flow/config.mk WORK_HOME=/design/flow/orfs finish
```
**flow/config.mk**
```make
export PLATFORM = sky130hd
export DESIGN_NAME = pipeline
export DESIGN_NICKNAME = pipeline
export VERILOG_FILES = /design/flow/design.v
export SDC_FILE = /design/flow/constraint.sdc
export NUM_CORES = 4
export LEC_CHECK = 1
export CORE_UTILIZATION = 30
```
**flow/constraint.sdc**
```tcl
current_design pipeline

set clk_period 18.2
set clk_io_pct 0.2

create_clock -name clk0 -period $clk_period [get_ports {clk}]

set non_clock_inputs [all_inputs -no_clocks]
set_input_delay [expr $clk_period * $clk_io_pct] -clock clk0 $non_clock_inputs
set_output_delay [expr $clk_period * $clk_io_pct] -clock clk0 [all_outputs]
```
==> results.cfg <==
; implementation run metrics
[final_timing]
finalCritPeriodShare = 0.427
fin_crit_ns = 7.78
slew_headroom = 0.436
grt_setup_unrepaired = no
hold_violations = 0
setup_tns_ns = 0
timing.fmax_ghz = 0.129
finalSetupViolCount = 0
maxSlewViolCount = 0
worst_pin_slew_ns = 0.837
skew_ns = 0.119

[critical_path]
path_class = input pin to flop
path_cells = buf_16, buf_4, buf_12, buf_4, buf_4, buf_4, buf_4, mux2_2
cp_max_fo = 119
critPathSlowestCell = buf_4
start_kind = input pin
r2r-start = cordic_stages[1].stage_inst.phase_final[31]$_DFF_P_
worst-path-buf-inv = 7
cp-end-kind = flop
crit_required_ns = 18.89
crit_path_frequent_cell = buf_4
cpPeakStageDelay_ns = 0.72
critPathTopFamily = buffers and inverters
cp.arrival_ns = 8.47
crit_path_start = rst_n

[drt]
viasPerCell = 4.83
final_antenna_net_count = 0
post-route-drc-count = 0
drt_pass1_iterations = 6
wirelength_mm = 223
initialDrtViolationCount = 3442
routed-via-count = 80800
routedWlPerCell_um = 13.4

[clocking]
cts.repair.resized = 0
clock-sinks = 1550
cts_tree = yes
clockBufferDepth = 4
h-tree-depth = 4
cts_made_buffers = 192
post_cts_buffers = 0
clock_latency_ns = 0.92
cts.clk_slew.worst_paths_ns = 0.06
root_buffer = clkbuf_16
cts_hold_buf = 0

[floorplanning]
core_sq_um = 357000
row_count = 219
io_pins = 102
dieHeight_um = 602
die_w_um = 602
fp_util = 0.303
die-area_sq_um = 362000

[grt]
antenna_found_initial = 13
grt_max_degree = 141
overflow = 0
grt_use_total = 0.123
grt_first_pass_wirelength_mm = 376
grt_pass1_vias = 77800

[finish]
seq_area_sq_um = 31000
fillers = 35700
finalNonFillerCells = 16700
final_common_cell = dfxtp_1
area_growth_pct = 12.1
drive_gt1_frac = 0.120
comb_area_sq_um = 73800
lay_top_cells = 1550 x dfxtp_1, 1378 x ha_1, 1010 x a21oi_1

[synthesis]
yosys_warnings = 32
synth.cell_area_sq_um = 108000
ys_seq_elements = 1550
async_flop_share = 0
ys_cells = 11700
syn_area_per_cell_sq_um = 9.20
synth_cell_type_count = 92
ff_type = dfxtp_1
synth_cells = 11700
edf_count = 0
yosysChipArea_sq_um = 108000
ys_seq_frac = 0.287

[run]
cap_violations = 0
tool_warnings = 50

[worst_hold_path]
hold_path.class = flop to flop
hp-start = cordic_stages[29].stage_inst.phase_final[25]$_DFF_P_

[place]
placed_cells = 16400
numPortBuffers = 101
routabilityCongestion = 0.874
place.detailed.hpwl_mm = 165

[run_status]
outcome = finished, final reports clean
==> final cells by class <==
type | count | area share
Multi-Input combinational cell | 9342 | 0.609
Sequential cell | 1550 | 0.256
Tap cell | 4751 | 0.0491
Clock buffer | 280 | 0.0465
Inverter | 557 | 0.0173
Timing Repair Buffer | 180 | 0.0136
Clock inverter | 68 | 0.00788
Antenna cell | 5 | 0.000103
==> kinds of logic after synthesis <==
kind of cell	synth area share
AOI/OAI and AO/OA	0.199
and+or+nand+nor	0.0972
muxes	0.110
buffers and inverters	0.0296
adders and majority gates	0.177
DFF	0.287
xor gates and xnor gates	0.100
==> state kept, by name, indices dropped and copies added, names as in the netlist <==
| register | cells |
|---|---|
| cordic_stages.stage_inst.y_out | 279 |
| cordic_stages.stage_inst.x_out | 279 |
| cordic_stages.stage_inst.phase_final | 992 |
==> worst paths after layout <==
check | end | slack [ns] | cells after the start
max | cordic_stages[28].stage_inst.y_out[3]$_DFF_P_ | 10.42 | 8
min reg2reg | cordic_stages[30].stage_inst.phase_final[25]$_DFF_P_ | 0.28 | 0
min | cordic_stages[30].stage_inst.phase_final[25]$_DFF_P_ | 0.28 | 0
max reg2reg | cordic_stages[2].stage_inst.phase_final[27]$_DFF_P_ | 13.85 | 12
==> worst reg2reg max path, delay by kind of cell, from the launching register on <==
| kind | cells | cell delay, ns |
|---|---|---|
| AND-OR/OR-AND | 7 | 1.98 |
| adder cells (fa/ha/maj) | 1 | 0.53 |
| buffers and inverters | 2 | 0.93 |
| flip-flops | 1 | 0.30 |
| multiplexers | 1 | 0.35 |
| AND/OR/NAND/NOR | 1 | 0.09 |
==> through the flow <==
step / cell area [sq um] / worst slack (ns) / utilization / hold WS [ns]
after floorplan: 108000 / 12.57 / - / 0.310
final: 121000 / 10.42 / 0.339 / 0.281
after CTS: 121000 / 10.42 / 0.339 / 0.283
after detailed placement: 115000 / 9.53 / 0.321 / 0.312
after global placement: 115000 / 9.56 / 0.321 / 0.310
after global routing: 121000 / 10.02 / 0.339 / 0.294
==> synth_stat cells (255+ instances only) <==
library cell     n  area, sq um
dfxtp_1       1550        31000
nand2_1        645         2420
xnor2_1        873         7650
clkbuf_1       255          957
ha_1          1378        17200
a21oi_1       1010         5050
inv_1          555         2080
nor2_1         695         2610
o21ai_0        536         2680
mux2_2         979        11000
a21o_1         635         4770
xor2_1         363         3180
==> routing by layer <==
metal | wire length [um] | share of wire | track usage
met5 | 0 | 0 | 0
met4 | 5280 | 0.024 | 0.0263
met3 | 6750 | 0.030 | 0.0149
met2 | 107000 | 0.48 | 0.212
met1 | 105000 | 0.47 | 0.167
